**./constraint.sdc**
```tcl
current_design myAXI4LiteMaster

set clk_period 3.9
set clk_io_pct 0.2

create_clock -name clk0 -period $clk_period [get_ports {m_axi_aclk}]

set non_clock_inputs [all_inputs -no_clocks]
set_input_delay [expr $clk_period * $clk_io_pct] -clock clk0 $non_clock_inputs
set_output_delay [expr $clk_period * $clk_io_pct] -clock clk0 [all_outputs]
```
**./design.v**
```verilog
module myAXI4LiteMaster
#(
  parameter TARGET_SLAVE_BASE_ADDR = 32'h1000_0000,  
  parameter TARGET_SLAVE_MAX_ADDR  = 32'h3FFF_FFFF,  
  parameter ADDR_WIDTH = 32,  
  parameter DATA_WIDTH = 32,  
  parameter RD_CHECK_EN = 0  
)(
  output logic                       single_burst_wr_finish,  
  output logic [2 : 0]               error,       
  output logic                       error_flag,  
  input  logic                       fwft_fifo_empty,
  input  logic [DATA_WIDTH-1 : 0]    fwft_fifo_dout,
  output logic                       fwft_fifo_rd_en,
  output logic [ADDR_WIDTH-1 : 0]    m_axi_awaddr,   
  output logic [2 : 0]               m_axi_awprot,   
  output logic                       m_axi_awvalid,
  input  logic                       m_axi_awready,
  output logic [DATA_WIDTH-1 : 0]    m_axi_wdata,    
  output logic [DATA_WIDTH/8-1 : 0]  m_axi_wstrb,    
  output logic                       m_axi_wvalid,
  input  logic                       m_axi_wready,
  input  logic [1 : 0]               m_axi_bresp,    
  input  logic                       m_axi_bvalid,
  output logic                       m_axi_bready,
  output logic [ADDR_WIDTH-1 : 0]    m_axi_araddr,   
  output logic [2 : 0]               m_axi_arprot,   
  output logic                       m_axi_arvalid,
  input  logic                       m_axi_arready,
  input  logic [DATA_WIDTH-1 : 0]    m_axi_rdata,    
  input  logic [1 : 0]               m_axi_rresp,    
  input  logic                       m_axi_rvalid,
  output logic                       m_axi_rready,
  input  logic  m_axi_aclk,
  input  logic  m_axi_aresetn
);
logic start;
always_comb begin
  start = ~fwft_fifo_empty;  
end
logic start_r1;
logic start_r2;
always_ff @(posedge m_axi_aclk) begin
  start_r1 <= start;
  start_r2 <= start_r1;
end
logic bnext;
always_comb begin
  single_burst_wr_finish = bnext;  
end
logic start_single_burst_write;  
logic burst_write_active;        
always_ff @(posedge m_axi_aclk) begin
  if (~m_axi_aresetn)
    burst_write_active <= 1'b0;
  else if (start_single_burst_write)
    burst_write_active <= 1'b1;
  else if (single_burst_wr_finish)
    burst_write_active <= 0;
  else
    burst_write_active <= burst_write_active;
end
always_comb begin
  if (start_r2 && ~burst_write_active)  
    start_single_burst_write = 1'b1;
  else
    start_single_burst_write = 1'b0;
end
logic awnext;
always_comb begin
  awnext = m_axi_awvalid && m_axi_awready;
end
always_ff @(posedge m_axi_aclk) begin
  if (~m_axi_aresetn)
    m_axi_awvalid <= 1'b0;
  else if (start_single_burst_write)  
    m_axi_awvalid <= 1'b1;
  else if (awnext)  
    m_axi_awvalid <= 1'b0;
  else
    m_axi_awvalid <= m_axi_awvalid;
end
logic [ADDR_WIDTH-1 : 0] 	axi_awaddr;  
always_ff @(posedge m_axi_aclk) begin
  if (~m_axi_aresetn)
    axi_awaddr <= '0;
  else if (start_single_burst_write)
    if (TARGET_SLAVE_BASE_ADDR + DATA_WIDTH/8 + axi_awaddr <= TARGET_SLAVE_MAX_ADDR + 1 - DATA_WIDTH/8)
      axi_awaddr <= axi_awaddr + DATA_WIDTH/8;  
    else
      axi_awaddr <= '0;
  else
    axi_awaddr <= axi_awaddr;
end
always_comb begin
  m_axi_awaddr = TARGET_SLAVE_BASE_ADDR + axi_awaddr;  
  m_axi_awprot = '0;
end
logic wnext;
always_comb begin
  wnext = m_axi_wvalid && m_axi_wready;
end
always_comb begin
  fwft_fifo_rd_en = wnext;  
end
always_ff @(posedge m_axi_aclk) begin
  if (~m_axi_aresetn)
    m_axi_wvalid <= 1'b0;
  else if (start_single_burst_write)
    m_axi_wvalid <= 1'b1;
  else if (wnext)
    m_axi_wvalid <= 1'b0;
  else
    m_axi_wvalid <= m_axi_wvalid;
end
always_comb begin
  m_axi_wstrb = '1;  
  m_axi_wdata = fwft_fifo_dout;
end
always_comb begin
  bnext = m_axi_bvalid && m_axi_bready;
end
always_ff @(posedge m_axi_aclk) begin
  if (~m_axi_aresetn)
    m_axi_bready <= 1'b0;
  else if (wnext)  
    m_axi_bready <= 1'b1;
  else if (bnext)  
    m_axi_bready <= 1'b0;
  else
    m_axi_bready <= m_axi_bready;
end
logic write_resp_error;
always_ff @(posedge m_axi_aclk) begin
  if (~m_axi_aresetn)
    write_resp_error <= 1'b0;
  if (bnext && (m_axi_bresp[1] == 1'b1))  
    write_resp_error <= 1'b1;
  else
    write_resp_error <= 1'b0;
end
logic start_single_burst_read;  
logic burst_read_active;        
logic rnext;                    
always_ff @(posedge m_axi_aclk) begin
  if (~m_axi_aresetn || ~RD_CHECK_EN)
    burst_read_active <= 1'b0;
  else if (start_single_burst_read)
    burst_read_active <= 1'b1;
  else if (rnext)
    burst_read_active <= 1'b0;
  else
    burst_read_active <= burst_read_active;
end
always_comb begin
  if (RD_CHECK_EN && bnext && ~burst_read_active)
    start_single_burst_read = 1'b1;
  else
    start_single_burst_read = 1'b0;
end
logic arnext;
always_comb begin
  arnext = m_axi_arready && m_axi_arvalid;
end
always_ff @(posedge m_axi_aclk) begin
  if (~m_axi_aresetn || ~RD_CHECK_EN)
    m_axi_arvalid <= 1'b0;
  else if (start_single_burst_read)
    m_axi_arvalid <= 1'b1;
  else if (arnext)  
    m_axi_arvalid <= 1'b0;
  else
    m_axi_arvalid <= m_axi_arvalid;
end
always_ff @(posedge m_axi_aclk) begin
  if (~m_axi_aresetn || ~RD_CHECK_EN)
    m_axi_araddr <= '0;
  else if (start_single_burst_read)
    m_axi_araddr <= m_axi_awaddr;
  else
    m_axi_araddr <= m_axi_araddr;
end
always_comb begin
  m_axi_arprot = '0;
end
always_comb begin
  rnext = m_axi_rvalid && m_axi_rready;
end
always_ff @(posedge m_axi_aclk) begin
  if (~m_axi_aresetn || ~RD_CHECK_EN)
    m_axi_rready <= 1'b0;
  else if (start_single_burst_read)  
    m_axi_rready <= 1'b1;
  else if (rnext)  
    m_axi_rready <= 1'b0;
  else
    m_axi_rready <= m_axi_rready;
end
logic wnext_cnt;
always_ff @(posedge m_axi_aclk) begin  
  if (~m_axi_aresetn || ~RD_CHECK_EN)
    wnext_cnt <= 1'b0;
  else if (wnext)
    wnext_cnt <= wnext_cnt + 1'b1;
  else
    wnext_cnt <= wnext_cnt;
end
logic [DATA_WIDTH-1 : 0] this_two_wdata [2];  
always_ff @(posedge m_axi_aclk) begin
  if (~m_axi_aresetn || ~RD_CHECK_EN)
    this_two_wdata <= '{default : '0};
  else if (wnext)
    this_two_wdata[wnext_cnt] <= m_axi_wdata;
  else
    this_two_wdata <= this_two_wdata;
end
logic rnext_cnt;
always_ff @(posedge m_axi_aclk) begin  
  if (~m_axi_aresetn || ~RD_CHECK_EN)
    rnext_cnt <= 1'b0;
  else if (rnext)
    rnext_cnt <= rnext_cnt + 1'b1;
  else
    rnext_cnt <= rnext_cnt;
end
logic rdata_notequal_wdata;  
always_ff @(posedge m_axi_aclk) begin
  if (~m_axi_aresetn || ~RD_CHECK_EN)
    rdata_notequal_wdata <= 1'b0;
  if (rnext && (m_axi_rdata != this_two_wdata[rnext_cnt]))
    rdata_notequal_wdata <= 1'b1;
  else
    rdata_notequal_wdata <= 1'b0;
end
logic read_resp_error;  
always_ff @(posedge m_axi_aclk) begin
  if (~m_axi_aresetn || ~RD_CHECK_EN)
    read_resp_error <= 1'b0;
  if (rnext && (m_axi_rresp[1] == 1'b1))
    read_resp_error <= 1'b1;
  else
    read_resp_error <= 1'b0;
end
always_comb begin
  error = { write_resp_error,
            rdata_notequal_wdata,
            read_resp_error};
end
always_comb begin
  error_flag = (|error);  
end
endmodule
```
**./config.mk**
```make
export PLATFORM = sky130hd
export DESIGN_NAME = myAXI4LiteMaster
export DESIGN_NICKNAME = myAXI4LiteMaster
export VERILOG_FILES = /design/flow/design.v
export SDC_FILE = /design/flow/constraint.sdc
export NUM_CORES = 4
export LEC_CHECK = 1
export CORE_AREA = 10 10 115 115
export DIE_AREA = 0 0 125 125
export SYNTH_HDL_FRONTEND = slang
```
**./run.sh**
```bash
#!/bin/bash
# OpenROAD 26Q1-2900-gdf79404cd8, Yosys 0.63+post, stock flow scripts
make -C /OpenROAD-flow-scripts/flow DESIGN_CONFIG=/design/flow/config.mk WORK_HOME=/design/flow/orfs finish
```
==> flow_summary.toml <==
# yosys + openroad results
[clock_tree]
clk_path_buf_depth = 2
cts.sinks = 37
clock-root-buffer = "clkbuf_8"
clk_latency_ns = 0.29
ctsHoldBuffers = 0
clk_pin_slew_worst_paths_ns = 0.07
post_cts_resized = 0
cts_tree = "done"
htreeDepth = 2
cts_setup_buffers = 0
cts_buffers = 5

[detailed_routing]
vias = 1632
ant_nets = 0
routed_wl_um = 5130
drc = 0
drt_first_pass_iters = 4
antenna_cells = 0
wl_per_cell_um = 11.6
vias_per_cell = 3.70
drtIter0Drc = 99

[sta]
skew_ns = 0.00831
layout_min_cycle_time_ns = 2.68
drv_slew = 0
finalClockPeriodUsage = 0.687
setup_viol = 0
finalSetupTns_ns = 0
rsz0062_at_grt = "no"
finalHoldViolCount = 0
fmax_ghz = 0.373

[power_and_ir_drop]
max-vdd-ir-drop_mv = 0.111
internal-power_mw = 0.527
leakage_nw = 0.954
seq_power_share = 0.565
powerDensity_nw_per_um2 = 261
comb_power_share = 0.049
swShare = 0.230
clkPwrFrac = 0.386
p_sw_mw = 0.158

[critical_path]
crit_type = "input pin to primary output"
required_ns = 3.12
crit_path_start_kind = "input pin"
reg2reg_setup_slack_ns = 1.77
r2r-end = "axi_awaddr[16]$_SDFFE_PN0P_"
ff2ff_path_depth = 7
end_kind = "primary output"
worstSetupEndpoint = "single_burst_wr_finish"
cp-startpoint = "m_axi_bvalid"
r2r_start = "axi_awaddr[15]$_SDFFE_PN0P_"
crit_arrival_ns = 1.90
crit_path_max_fanout = 3

[global_route]
grt_pass1_vias = 1576
grt_max_degree = 29
overflow = 0
gr-usage-all-layers = 0.0611
antenna_found_initial = 0
grt_pass1_wl_um = 8120

[placed_design]
io_buffers = 43
place_area_um2 = 2530
dp_hpwl_um = 4090
gp_congestion = 0.789

[synth]
ys_warn_count = 0
synth_cell_type_count = 41
ys_area_um2 = 2610
synth_flops = 37
ys_cells = 317
syn_inst = 317
yosysTopAreaCell = "buf_4"
ys_seq_frac = 0.284
synth-main-ff-cell = "dfxtp_1"
mappedNetlistArea_um2 = 2610
topCellsByArea = "buf_4, dfxtp_1, xnor2_1"
syn_area_per_cell_um2 = 8.23
synth-async-reset-ratio = 0
yosysTopAreaCellShare = 0.308
synth-edff-count = 0

[job]
max_cap_viol_count = 0
warnings = 65

[layout]
drive_above_1_share = 0.0465
lay_top_cells = "conb_1, clkdlybuf4s50_1, nor2_1"
final_common_cell = "conb_1"
area_delta_synth_final_pct = 0.528
final_cell_area_um2 = 2620

[die]
die_width_um = 125
rows = 38
io_pins = 193
die_h_um = 125
die_area_um2 = 15600
core_area_um2 = 10800
fp-utilization = 0.241

[hold_path]
hold_path_class = "flop to flop"

[run_status]
status = "finished, final reports clean"
==> layout make-up <==
cell class	instances	area (um2)
Clock buffer	6	72.6
Clock inverter	2	15.0
Fill cell	1167	8220
Inverter	6	22.5
Multi-Input combinational cell	206	1160
Sequential cell	37	741
Tap cell	140	175
Timing Repair Buffer	44	438
==> flip-flops by register name (all words and copies together) (netlist names) <==
name / cells
burst_write_active: 1
m_axi_awvalid: 1
axi_awaddr: 30
start_r2: 1
write_resp_error: 1
m_axi_bready: 1
start_r1: 1
m_axi_wvalid: 1
==> how the worst min path moves through the flow <==
stage / from / end / slack, ns / depth (start not counted)
CTS: start_r1$_DFF_P_ / start_r2$_DFF_P_ / 0.33 / 0
global route: start_r1$_DFF_P_ / start_r2$_DFF_P_ / 0.35 / 0
finish: start_r1$_DFF_P_ / start_r2$_DFF_P_ / 0.33 / 0
==> worst max-delay path: stages <==
cell and delay, ns:
clkdlybuf4s50_1 0.49, and2_1 0.15, clkdlybuf4s50_1 0.48
==> cell usage after synthesis, types with 2 or more instances <==
cell type / number
nand2_1: 15
or3_1: 2
and4_1: 3
nand4_1: 5
a21boi_0: 2
and3_1: 6
clkbuf_1: 4
nor4_1: 4
dfxtp_1: 37
and2_1: 2
buf_4: 107
ha_1: 4
buf_8: 2
nand3b_1: 2
conb_1: 2
nand3_1: 10
nand2b_1: 4
nor3_1: 8
nor2_1: 39
xnor2_1: 20
xor2_1: 10
o21ai_0: 3
a21oi_1: 3
inv_1: 6
==> power by group through the flow <==
stage | sequential, mW | combinational, mW | clock, mW
CTS | 0.387 | 0.0359 | 0.278
global route | 0.388 | 0.0395 | 0.296
finish | 0.387 | 0.0333 | 0.264
==> per-layer routing <==
| metal | global-route usage | up-vias | part of all wire |
|---|---|---|---|
| met5 | 0 | - | 0 |
| met3 | 0.0227 | 6 | 0.083 |
| met4 | 0.00881 | 0 | 0.015 |
| met1 | 0.0782 | 734 | 0.45 |
| met2 | 0.0987 | 56 | 0.45 |
| li1 | - | 836 | - |
==> cells by family (layout without fill, tap and decap cells) <==
kind of cell / after synthesis / in the layout / synth area share
DFF: 37 / 37 / 0.284
and+or+nand+nor: 109 / 109 / 0.214
muxes: 1 / 1 / 0.00384
other: 2 / 48 / 0.00288
buffers and inverters: 120 / 58 / 0.338
xor gates and xnor gates: 30 / 30 / 0.101
AOI/OAI and AO/OA: 14 / 14 / 0.0374
adders and majority gates: 4 / 4 / 0.0192
==> through the flow <==
step	setup slack [ns]	total power, mW	hold WS [ns]	instances	util
floorplan	1.93	0.468	0.310	363	-
global placement	1.21	0.432	0.314	433	0.234
detailed placement	1.22	0.432	0.317	433	0.234
CTS	1.21	0.701	0.334	441	0.242
global route	1.15	0.724	0.348	441	0.242
finish	1.22	0.685	0.329	441	0.242
No activity file was given, so power comes from the tool's default toggle rates.
